==> design/flow/config.mk <==
export PLATFORM = sky130hd
export DESIGN_NAME = stochastic_processor_slice
export DESIGN_NICKNAME = stochastic_processor_slice
export VERILOG_FILES = /design/flow/design.v
export SDC_FILE = /design/flow/constraint.sdc
export NUM_CORES = 4
export LEC_CHECK = 1
export CORE_UTILIZATION = 50
==> design/flow/constraint.sdc <==
current_design stochastic_processor_slice

set clk_period 6.6
set clk_io_pct 0.2

create_clock -name clk0 -period $clk_period [get_ports {clk}]

set non_clock_inputs [all_inputs -no_clocks]
set_input_delay [expr $clk_period * $clk_io_pct] -clock clk0 $non_clock_inputs
set_output_delay [expr $clk_period * $clk_io_pct] -clock clk0 [all_outputs]
==> design/flow/design.v <==
`timescale 1ns / 1ps
module comparator (
  input [9:0] val1,   
  input [9:0] val2,   
  output res
);
  assign res = (val1 < val2) ? 1'b1 : 1'b0;
endmodule
`timescale 1ns / 1ps
module stochastic_adder (
  input clk,  
  input serial_line1,
  input serial_line2,
  input sel,  
  output reg sum
);
  always @(posedge clk) begin
    sum <= (sel) ? serial_line2 : serial_line1;
  end
endmodule
module stochastic_deserializer (
  input clk,
  input ser_input,
  input ready,         
  output reg [9:0] res,
  output reg valid     
);
  reg[9:0] clk_cnt;
  reg[9:0] count;
  reg active;
  always @(posedge clk) begin
    if (ready) begin
      clk_cnt <= 10'd0;
      count <= 10'd0;
      active <= 1'b1;
      valid <= 1'b0;
    end
    else if (active) begin
      if (clk_cnt < 10'd1023) begin
        clk_cnt <= clk_cnt + 1;
        if (ser_input)
          count <= count + 1;
      end
      else begin
        res <= count + (ser_input ? 10'd1 : 10'd0);   
        valid <= 1'b1;
        active <= 1'b0;
      end
    end
  end
endmodule
`timescale 1ns / 1ps
module stochastic_processor_slice (
    input clk,
    input rst_n,
    input start,                    
    input [7:0] byte1,              
    input [9:0] public_key1,        
    input [7:0] byte2,              
    input [9:0] public_key2,        
    output [7:0] res,
    output reg done                 
);
  wire [19:0] ct1, ct2;
  wire [10:0] ct_modulus = 11'd1024;
  wire [8:0] pt_modulus = 9'd256;
  wire ser_ct1a, ser_ct1b, ser_ct2a, ser_ct2b, sel_a, sel_b, sum_a, sum_b;
  wire [9:0] deser_a, deser_b;
  wire valid_a, valid_b;
  wire [10:0] scaled_a = {deser_a, 1'b0};   
  wire [10:0] scaled_b = {deser_b, 1'b0};   
  wire [9:0] corrected_a = (scaled_a >= 11'd1024) ? (scaled_a - 11'd1024) : scaled_a[9:0];
  wire [9:0] corrected_b = (scaled_b >= 11'd1024) ? (scaled_b - 11'd1024) : scaled_b[9:0];
  wire [19:0] ct_sum;
  assign ct_sum = {corrected_a, corrected_b};   
  reg [10:0] bit_counter;
  wire processing;
  wire ready_signal;
  assign ready_signal = (bit_counter == 11'd0);
  assign processing = (bit_counter < 11'd1024);
  always @(posedge clk or negedge rst_n) begin
    if (!rst_n) begin
      bit_counter <= 11'd0;
      done <= 1'b0;
    end else if (start) begin
      bit_counter <= 11'd0;
      done <= 1'b0;
    end else if (processing) begin
      bit_counter <= bit_counter + 1;
      if (bit_counter == 11'd1023)
        done <= 1'b1;
    end
  end
  hep hep1 (
      .pixel_byte(byte1),   
      .public_key(public_key1),
      .ct_modulus(ct_modulus),  
      .pt_modulus(pt_modulus),   
      .error(1'b1),
      .ciphertext(ct1)
  );
  hep hep2 (
      .pixel_byte(byte2),
      .public_key(public_key2),
      .ct_modulus(ct_modulus),  
      .pt_modulus(pt_modulus),   
      .error(1'b1),
      .ciphertext(ct2)
  );
  stochastic_serializer ct1_a (
      .clk(clk),
      .rst_n(rst_n),
      .val(ct1[19:10]),
      .seed(10'b1010101010),   
      .ser_output(ser_ct1a)
  );
  stochastic_serializer ct1_b (
      .clk(clk),
      .rst_n(rst_n),
      .val(ct1[9:0]),
      .seed(10'b0101010101),   
      .ser_output(ser_ct1b)
  );
  stochastic_serializer ct2_a (
      .clk(clk),
      .rst_n(rst_n),
      .val(ct2[19:10]),
      .seed(10'b1100110011),   
      .ser_output(ser_ct2a)
  );
  stochastic_serializer ct2_b (
      .clk(clk),
      .rst_n(rst_n),
      .val(ct2[9:0]),
      .seed(10'b0011001100),   
      .ser_output(ser_ct2b)
  );
  stochastic_serializer sumsel_a (
      .clk(clk),
      .rst_n(rst_n),
      .val(10'd512),           
      .seed(10'b1111000011),   
      .ser_output(sel_a)
  );
  stochastic_serializer sumsel_b (
      .clk(clk),
      .rst_n(rst_n),
      .val(10'd512),           
      .seed(10'b1000111100),   
      .ser_output(sel_b)
  );
  stochastic_adder adder_a (
      .clk(clk),
      .serial_line1(ser_ct1a),
      .serial_line2(ser_ct2a),
      .sel(sel_a),  
      .sum(sum_a)
  );
  stochastic_adder adder_b (
      .clk(clk),
      .serial_line1(ser_ct1b),
      .serial_line2(ser_ct2b),
      .sel(sel_b),
      .sum(sum_b)
  );
  stochastic_deserializer des1 (
      .clk(clk),
      .ser_input(sum_a),
      .ready(ready_signal),
      .res(deser_a),
      .valid(valid_a)
  );
  stochastic_deserializer des2 (
      .clk(clk),
      .ser_input(sum_b),
      .ready(ready_signal),
      .res(deser_b),
      .valid(valid_b)
  );
  hdp decryptor (
        .ciphertext(ct_sum),
        .ct_modulus(ct_modulus),    
        .pt_modulus(pt_modulus),    
        .res(res)
  );
endmodule
`timescale 1ns / 1ps
module stochastic_serializer (
  input clk,
  input rst_n,
  input [9:0] val,
  input [9:0] seed,       
  output ser_output);
  wire[9:0] random_number;
  lfsr rng (
    .clk(clk),
    .rst_n(rst_n),
    .seed(seed),
    .lfsr_out(random_number)
  );
  comparator comp (
    .val1(random_number),
    .val2(val),
    .res(ser_output)
  );
endmodule
`timescale 1ns / 1ps
module hdp (
    input [19:0] ciphertext,
    input [10:0] ct_modulus,    
    input [8:0] pt_modulus,    
    output [7:0] res
    );
    reg[19:0] res_i;
    parameter secret_key = 7;
    reg[1:0] delta_shift = 2;  
    always @(*) begin
        res_i = (ciphertext[9:0] - (ciphertext[19:10] * secret_key)) % ct_modulus;
        res_i = res_i >> delta_shift;  
    end
    assign res = res_i[7:0];
endmodule
`timescale 1ns / 1ps
module hep (
    input [7:0] pixel_byte,    
    input [9:0] public_key,    
    input [10:0] ct_modulus,    
    input [8:0] pt_modulus,    
    input error,
    output [19:0] ciphertext
    );
    parameter secret_key = 7;
    wire [2:0] delta = 4;
    reg [9:0] b;
    always @(*) begin
        b = (public_key * secret_key) + (delta * pixel_byte) + error;
    end
    assign ciphertext[19:10] = public_key;
    assign ciphertext[9:0] = b;
endmodule
`timescale 1ns / 1ps
module lfsr (
    input wire clk,
    input wire [9:0] seed,
    input wire rst_n,
    output wire [9:0] lfsr_out
);
reg [9:0] lfsr_reg;
wire feedback_bit;
assign feedback_bit = lfsr_reg[9] ^ lfsr_reg[6];
always @(posedge clk or negedge rst_n) begin
    if (!rst_n) begin
        lfsr_reg <= (seed == 10'b0) ? 10'b1 : seed;
    end else begin
        lfsr_reg <= {feedback_bit, lfsr_reg[9:1]};
    end
end
assign lfsr_out = lfsr_reg;
endmodule
==> design/flow/run.sh <==
#!/bin/bash
# OpenROAD 26Q1-2900-gdf79404cd8, Yosys 0.63+post, stock flow scripts
make -C /OpenROAD-flow-scripts/flow DESIGN_CONFIG=/design/flow/config.mk WORK_HOME=/design/flow/orfs finish
==> changes_impl.md <==
### Metrics

* Fmax at 187 MHz
* Via-per-instance ratio at 5.12
* Top-area cell share at 12.6%
* Clk network pwr share at 42.2%
* Fin crit period at 5.34 ns
* Relative slew margins at 50.5%
* Hold Path Sink: sumsel_b.rng.lfsr_reg[6]$_DFF_PN0_
* Resize count post-CTS at 0
* Die Wd at 122 µm
* Synth Register Bits at 120
* Clock buffer depth at 2
* Post-DRT Antenna Nets at 0
* N_diodes at 0
* Worst path cell trace: inv_1, fa_1, fa_1, ha_1, and3_1, a221o_2, a311o_2, a21oi_2, xnor2_1, clkdlybuf4s50_1
* Unique masters post-synth at 50
* Hold Slack at 0.341 ns
* Fp util at 51.7%
* Post-DP Area at 0.00791 mm²
* Worst Path Max Fanout at 4
* Number of fill cells in the layout at 1141
* Max cap viols at 0
* Grt met3 use at 3.98%
* Tool warnings at 31
* Status: finished clean
* Worst R2R Path Depth at 4
* Yosys top cell by area: ha_1
* Tightest Pin Transition at 0.742 ns
* Most flops, register: bit_counter
* Critical Path AT at 4.02 ns
* Critical path class: flip-flop to primary output
* DR iter-0 viols at 187
* Kind of end point of the critical path: primary output
* R2R Path Start: bit_counter[7]$_DFFE_PN0P_
* Largest cells by area: ha_1, dfrtp_1, dfxtp_1
* Main synth FF type: dfxtp_1
* Synth Area per Inst at 10.6 µm²
* Hold Startpoint: sumsel_b.rng.lfsr_reg[7]$_DFF_PN0_
* Routability Congestion at 0.841
* Synth warn at 7
* Root Driver: clkbuf_16
* Share of layout cells above drive strength 1 at 8.75%
* R2R Path End: des1.res[8]$_DFFE_PP_
* Core area at 0.0140 mm²
* Worst Skew at 0.00493 ns
* CTS sink cnt at 120
* Max reg flops at 11
* Sw frac at 26.5%
* Ys async rst share at 50.0%
* Post-CTS setup buffer count at 0
* Clk ins delay skew pair at 0.41 ns
* Worst IR Drop VDD at 0.000161 V
* Worst Hold Depth at 0
* Worst path max stage delay at 0.57 ns
* Crit-path most repeated cell: fa_1
* Setup_tns at 0 ns
* Number of port buffers at 47
* GR Util met1 at 29.5%
* Footprint of the multi-input gates at 0.00400 mm²
* Half-perimeter wire length after placement at 8780 µm
* # IOs at 48
* Reg-to-reg slack, setup at 4.58 ns
* Power per cell area at 256 mW/mm²
* Mapped Cells at 683
* CP Launch Type: flip-flop
* Total GRT Usage at 18.6%
* Leak at 3.86 nW
* Initial antenna violation count at 0
* Tot Pwr at 2.18 mW
* Largest net degree at the start of global routing at 61
* Most Crowded Layer GR: met1
* Post-synthesis sequential area ratio at 40.3%
* Final setup viols at 0
* Core Util, Final at 60.8%
* First-pass GRT wire length at 21400 µm
* Yosys cell count at 683
* DRT Wirelength at 11800 µm
* Max-slew violations at 0
* Design area at 0.00850 mm²
* DRC viols at 0
* Final Hold Viols at 0
* H-tree levels at 4
* Initial DRT Pass Iterations at 4
* Mapped cell area at 0.00724 mm²
* Vias post-DR at 4786
* Vias in the first global route at 4908
* RSZ-0062 raised after global routing: no
* Largest delay share family, worst path: adder cells
* Hold-fix buffers at CTS at 0
* Synth cell count leaders: ha_1, inv_1, nor2_1, xor2_1, dfxtp_1
* Share of total power in sequential cells at 36.7%
* Yosys Chip Area at 0.00724 mm²
* Comb pwr share at 21.1%
* Area growth syn-to-layout at 17.5%
* EDFF count, synth at 18
* Gr ovfl total at 0
* Critical path required time at 5.28 ns
* Chip area at 0.0150 mm²
* CTS clk-pin slew, worst paths at 0.05 ns
* # rows at 43
* Switching pwr at 577 µW
* Die height at 122 µm
* GRT met2 Usage at 28.5%
* DR WL/cell at 12.6 µm
* Internal at 1.60 mW
* WP buf/inv at 2
* Worst min-delay path category: flip-flop to flip-flop
* Seq. cell area at 0.00291 mm²
* Slowest-stage cell, CP: fa_1
* Tcrit/Tclk final at 80.9%
* Total CTS buffers at 17
* TritonCTS clock tree: built
==> placed cells by master, fill, tap and decap left out, drive strengths merged, types with 11 or more instances in the layout <==
cell           count
clkdlybuf4s50     46
o21ai             19
edfxtp            18
nand4             14
nor2              60
ha                73
xor2              43
fa                40
dfrtp             35
nor3              15
a21oi             32
nand3             19
nand2             32
dfxtp             42
xnor2             41
or3               11
dfstp             25
clkbuf            23
inv               73
==> logic make-up (layout without fill, tap and decap cells) <==
group	after synthesis	after routing	share of synthesized area, %
and+or+nand+nor	182	182	12.3
DFF	120	120	40.3
adders and majority gates	113	113	23.7
AOI/OAI and AO/OA	93	93	8.33
buffers and inverters	85	156	4.43
xor gates and xnor gates	84	84	10.2
muxes	6	6	0.830
==> through the flow <==
step | cells | setup slack (ns)
CTS | 934 | 1.21
global placement | 902 | 1.25
detailed placement | 902 | 1.16
global route | 934 | 1.06
finish | 934 | 1.26
floorplan | 683 | 1.99
==> power groups by stage <==
stage | sequential [mW] | clock (mW) | combinational, mW
CTS | 0.801 | 0.944 | 0.468
global route | 0.805 | 0.977 | 0.536
finish | 0.801 | 0.919 | 0.460
==> layer usage <==
| metal | up-vias | part of all wire, % |
|---|---|---|
| met1 | 2262 | 51 |
| met3 | 13 | 3.8 |
| met2 | 68 | 43 |
| li1 | 2443 | - |
| met5 | - | 0 |
| met4 | 0 | 1.6 |
==> final cells by class <==
type	count	share of cell area (%)
repair buffers	51	5.83
flip-flops and latches	120	34.3
clock inverters	9	1.46
clock buffers	23	5.50
multi-input cells	478	47.1
inverters	73	3.22
well taps	180	2.65
==> worst max path at each step <==
stage                      from  endpoint  slack (ns)  depth (start not counted)
4_1_cts   des1.res[0]$_DFFE_PP_    res[7]        1.21                         10
6_report  des1.res[0]$_DFFE_PP_    res[7]        1.26                         10
5_1_grt   des1.res[0]$_DFFE_PP_    res[7]        1.06                         10
No activity file was given, so power comes from the tool's default toggle rates.
